==> flow/design.v <==
module REGFILE (
    clka,
    clkb,
    pc_latch_clk,
    reset_in,
    sr1_in,
    sr2_in,
    rd_in,
    we_reg_in,
    data_in,
    sr1_out,
    sr2_out,
    reg0_out,
);
input  wire       clka, clkb, pc_latch_clk, we_reg_in, reset_in;
input  wire [2:0] sr1_in, sr2_in, rd_in;
input  wire [7:0] data_in;
output wire [7:0] sr1_out, sr2_out, reg0_out;
reg [7:0] regfile [7:0];
reg reset_latch, we_reg_latch, pc_latch;
reg [2:0] rd_latch;
reg [7:0] data_latch;
assign sr1_out  = regfile[sr1_in];
assign sr2_out  = regfile[sr2_in];
assign reg0_out = regfile[0];
always @(negedge clka) begin
    reset_latch <= reset_in;
    we_reg_latch <= we_reg_in;
    rd_latch <= rd_in;
    data_latch <= data_in;
    pc_latch <= pc_latch_clk;
end
integer i;
always @(negedge clkb) begin
    if (reset_latch == 1) begin
        for (i = 0; i < 8; i = i + 1) begin
            regfile[i] <= 0;
        end
    end else if (pc_latch == 0 && we_reg_latch == 1) begin
        regfile[rd_latch] <= data_latch;
    end else begin
    end
end
endmodule
==> flow/run.sh <==
#!/bin/bash
# OpenROAD 26Q1-2900-gdf79404cd8, Yosys 0.63+post, stock flow scripts
make -C /OpenROAD-flow-scripts/flow DESIGN_CONFIG=/design/flow/config.mk WORK_HOME=/design/flow/orfs finish
==> flow/config.mk <==
export PLATFORM = sky130hd
export DESIGN_NAME = REGFILE
export DESIGN_NICKNAME = REGFILE
export VERILOG_FILES = /design/flow/design.v
export SDC_FILE = /design/flow/constraint.sdc
export NUM_CORES = 4
export LEC_CHECK = 1
export CORE_UTILIZATION = 40
==> flow/constraint.sdc <==
current_design REGFILE

set clk_period 2.9
set clk_io_pct 0.2

create_clock -name clk0 -period $clk_period [get_ports {clka}]
create_clock -name clk1 -period $clk_period [get_ports {clkb}]

set non_clock_inputs [all_inputs -no_clocks]
set_input_delay [expr $clk_period * $clk_io_pct] -clock clk0 $non_clock_inputs
set_output_delay [expr $clk_period * $clk_io_pct] -clock clk0 [all_outputs]
==> results_dict.tcl <==
# collected from the flow reports
set metrics [dict create \
    ys_sh_aoi 0.01557 \
    power_switching_uw 863.8 \
    hold_end "regfile[0][6]" \
    power_frac_seq 0.416 \
    antenna_found_initial 0 \
    intPower_mw 2.301 \
    grt.overflow.total 0 \
    insertedDiodeCount 0 \
    swShare 0.2730 \
    grt_pass1_wl_mm 14.26 \
    max_slew_margin 0.4035 \
    avgSynthCellArea_um2 16.13 \
    ys_chip_area_um2 3856 \
    ys_sh_mux 0.2628 \
    status "finished, violations left" \
    rsz0062_at_grt "yes" \
    timing.rr.start "rd_latch[1]" \
    ys_cells 239 \
    min_path_type "flip-flop to flip-flop" \
    track_usage 0.2108 \
    worst_ep_required_time_ns 2.32 \
    finalWirelength_mm 9.149 \
    maxCapViolCount 0 \
    portBuffers 44 \
    clockPowerShare 0.469 \
    place_congestion 0.8468 \
    final.setup.worst_slack_ns -0.9160 \
    topCombFamilyByArea "multiplexers" \
    drv_slew 0 \
    ys_seq_elements 78 \
    area_growth_pct 31.18 \
    setup_violations 24 \
    tritoncts "yes" \
    synthSimpleGateAreaFrac 0.09701 \
    die_y_um 100.2 \
    fp_util 0.4154 \
    drtPass1Iterations 4 \
    warnings 107 \
    p_leak_nw 2.063 \
    ys_types 20 \
    grt_max_degree 31 \
    p_per_area_nw_per_um2 625.6 \
    path_clk_slew_ns 0.04 \
    holdPathStages 2 \
    clock_sinks 78 \
    finalHoldViolations 0 \
    synthCells 239 \
    drt_iter0_drc 71 \
    r2r-end "regfile[5][7]" \
    ant_nets 0 \
    worst_pin_slew_ns 0.8947 \
    path_class "flip-flop to output pin" \
    viasPerCell 5.172 \
    ys_sh_xor 0 \
    violations "setup timing" \
    routedWlPerCell_um 17.66 \
    grt_pass1_vias 3035 \
    synth.cell_area_um2 3856 \
    hold_ws_ns 0.5958 \
    yosys_warnings 1 \
    core_um2 9284 \
    rows 35 \
    dieArea_um2 10040 \
    r2r_cells 3 \
    ir_worst_vdd_mv 0.4634 \
    synthAdderAreaFrac 0 \
    reg2reg_slack_ns 0.86 \
    place_hpwl_mm 5.696 \
    combPwrFrac 0.115 \
    drive_gt1_frac 0.3316 \
    dp_slack_ns -0.7187 \
    start_kind "flip-flop" \
    power.total_mw 3.165 \
    end_kind "output pin" \
    num-fill-cells 762 \
    path_max_fanout 2 \
    ys_seq_frac 0.5711 \
    ioPinCount 46 \
    die_w_um 100.2 \
    dr_total_vias 2679 \
    hp-start "data_latch[6]" \
    drc 0 \
    worstPathArrival_ns 3.24 \
]
==> routing by layer <==
metal / GRT usage / vias up / wire length, um
met4: 0.07915 / 0 / 173
met1: 0.2252 / 1253 / 3280
met3: 0.1650 / 18 / 1347
li1: - / 1237 / -
met5: 0 / - / 0
met2: 0.3166 / 171 / 4347
==> worst max-delay path, cell delays in order (launching register included) <==
cell	delay [ns]
edfxtp_1	0.40
buf_6	0.14
mux4_2	0.48
mux2_4	0.28
buf_2	0.11
==> per-stage QoR <==
stage / instance area [um^2] / utilization / cells / TNS, ns
after global routing: 5059 / 0.5449 / 518 / -16.24
after detailed placement: 4437 / 0.4779 / 415 / -11.36
after global placement: 4437 / 0.4779 / 415 / -11.29
final: 5059 / 0.5449 / 518 / -14.75
after CTS: 5057 / 0.5447 / 519 / -15.12
after floorplan: 3744 / - / 239 / -2.799
==> logic make-up after synthesis <==
kind of cell	count (synthesis)
flip-flops	78
AND/OR/NAND/NOR	70
multiplexers	48
buffers and inverters	35
AND-OR/OR-AND	8
==> how the worst max path moves through the flow <==
stage,start,end,slack (ns),depth (start not counted)
global route,regfile[0][6],sr2_out[6],-0.98,4
finish,regfile[0][2],sr1_out[2],-0.92,4
CTS,regfile[0][6],sr2_out[6],-0.90,4
==> power groups by stage <==
| stage | logic [mW] | clock network (mW) | registers, mW |
|---|---|---|---|
| CTS | 0.366 | 1.53 | 1.32 |
| global route | 0.391 | 1.67 | 1.32 |
| finish | 0.365 | 1.48 | 1.32 |
==> layout by cell type (no fill, tap or decap) <==
| master | count |
|---|---|
| inv_1 | 79 |
| edfxtp_1 | 64 |
| nor3_1 | 62 |
| mux4_2 | 32 |
| buf_4 | 24 |
| clkdlybuf4s50_1 | 20 |
| buf_2 | 18 |
| mux2_4 | 16 |
| dfxtp_1 | 14 |
| buf_6 | 13 |
| clkbuf_8 | 12 |
| clkinv_1 | 8 |
| o21bai_1 | 8 |
| buf_12 | 4 |
| bufinv_16 | 3 |
| nor3_2 | 2 |
| nand2b_1 | 2 |
| clkinvlp_2 | 2 |
| nand4bb_1 | 1 |
| or2_2 | 1 |
| or4b_1 | 1 |
| nand2_1 | 1 |
| inv_4 | 1 |
| clkbuf_2 | 1 |
==> repair_timing <==
| item | 4_1_cts | 5_1_grt |
|---|---|---|
| hold buffers | 0 | 0 |
| resized | 93 | 8 |
| setup buffers | 13 | 4 |
| cloned | 0 | 0 |
| setup endpoints to repair | 24 | 24 |
==> flip-flops by register name (all words and copies together), names as in the netlist <==
| name | flops |
|---|---|
| data_latch | 8 |
| pc_latch | 1 |
| rd_latch | 3 |
| regfile | 64 |
| reset_latch | 1 |
| we_reg_latch | 1 |
==> area by class of cell <==
cell class / count / area, um^2 / area share
inverter: 8 / 30.03 / 0.005936
sequential: 78 / 2202 / 0.4353
clock buffer: 12 / 165.2 / 0.03265
multi-input combinational: 126 / 1395 / 0.2758
clock inverter: 85 / 402.9 / 0.07964
timing repair buffer: 80 / 701.9 / 0.1388
tap: 129 / 161.4 / 0.03191
==> cell usage after synthesis <==
| master | instances | area (um^2) |
|---|---|---|
| buf_1 | 7 | 26.28 |
| buf_12 | 2 | 40.04 |
| buf_2 | 4 | 20.02 |
| buf_6 | 5 | 56.30 |
| clkbuf_1 | 7 | 26.28 |
| clkinv_1 | 8 | 30.03 |
| dfxtp_1 | 14 | 280.3 |
| edfxtp_1 | 64 | 1922 |
| inv_1 | 2 | 7.510 |
| mux2_2 | 16 | 180.2 |
| mux4_1 | 30 | 788.3 |
| mux4_2 | 2 | 45.04 |
| nand2_1 | 1 | 3.750 |
| nand2b_1 | 2 | 12.51 |
| nand4bb_1 | 1 | 11.26 |
| nor3_1 | 62 | 310.3 |
| nor3_2 | 2 | 20.02 |
| o21bai_1 | 8 | 60.06 |
| or2_2 | 1 | 6.260 |
| or4b_1 | 1 | 10.01 |
Power figures rest on the tool's default switching activity, not on a simulated workload.

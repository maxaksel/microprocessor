==> design/flow/design.v <==
module INSMEM(clka, clkb, we_insmem, pc, instruction_in, instruction_out);
        parameter PC_BITS = 6;  
        input clka;
        input clkb;
        input we_insmem;
        input [PC_BITS - 1:0] pc;  
        input [15:0] instruction_in;
        output [15:0] instruction_out;  
        integer i;
        reg [15:0] instruction_out;
        reg [15:0] instruction_in_latch;
        reg we_insmem_latch;
        reg [PC_BITS - 1:0] pc_latch;
        reg [15:0] insmem_regs [(2 ** PC_BITS) - 2 : 0];  
        always @(*) begin
                if (we_insmem) begin
                        instruction_out = 16'b0;
                end else begin
                        instruction_out = insmem_regs[pc[PC_BITS - 1:1]];  
                end
        end
        always @(negedge clka) begin
                we_insmem_latch <= we_insmem;
                instruction_in_latch <= instruction_in;
                pc_latch <= pc;
        end
        always @(negedge clkb) begin
                for (i = 0; i < (2** (PC_BITS - 1)); i  = i + 1) begin
                        if (we_insmem_latch == 1'b1 && pc_latch[PC_BITS - 1:1] == i) begin  
                                insmem_regs[i] <= instruction_in_latch;
                        end
                        else begin
                                insmem_regs[i] <= insmem_regs[i];
                        end
                end
        end
endmodule
==> design/flow/run.sh <==
#!/bin/bash
# OpenROAD 26Q1-2900-gdf79404cd8, Yosys 0.63+post, stock flow scripts
make -C /OpenROAD-flow-scripts/flow DESIGN_CONFIG=/design/flow/config.mk WORK_HOME=/design/flow/orfs finish
==> design/flow/config.mk <==
export PLATFORM = sky130hd
export DESIGN_NAME = INSMEM
export DESIGN_NICKNAME = INSMEM
export VERILOG_FILES = /design/flow/design.v
export SDC_FILE = /design/flow/constraint.sdc
export NUM_CORES = 4
export LEC_CHECK = 1
export CORE_UTILIZATION = 40
==> design/flow/constraint.sdc <==
current_design INSMEM

set clk_period 6.9
set clk_io_pct 0.2

create_clock -name clk0 -period $clk_period [get_ports {clka}]
create_clock -name clk1 -period $clk_period [get_ports {clkb}]

set non_clock_inputs [all_inputs -no_clocks]
set_input_delay [expr $clk_period * $clk_io_pct] -clock clk0 $non_clock_inputs
set_output_delay [expr $clk_period * $clk_io_pct] -clock clk0 [all_outputs]
==> qor.csv <==
stage,metric,value,unit
grt,met1 Use GR,0.327,
worst_setup_path,R2R cell count,4,
worst_setup_path,WS Path Type,reg -> out,
die,Init Core Util,0.404,
placement,dpl cells,2032,
hold_path,HP Start,instruction_in_latch[2],
job,OpenROAD warnings,563,
placement,HPWL after DPL,40600,µm
drt,Routed WL,69900,µm
logic_synthesis,mapped cell area,20200,µm²
layout,MI comb area,4520,µm²
logic_synthesis,Post-synth EDFFs,512,
logic_synthesis,Mean Syn Cell Area,15.7,µm²
layout,final core occ,0.521,
layout,Final Non-Filler Cells,2653,
logic_synthesis,"Seq share, synth",0.781,
worst_setup_path,cells along the critical path,"a32o_1, a221o_1, or4_4, o31a_1, buf_2",
logic_synthesis,AO/OA Area Share,0.0635,
power,maximum vdd drop,0.217,mV
clocking,clock slew at reported path FFs,0.05,ns
grt,total gr overflow,0,
logic_synthesis,#FFs+latches synth,534,
logic_synthesis,"Adder Share, Synth",0,
hold_path,Hold Crit Depth,1,
final_timing,Final Hold Violating Endpoints,0,
logic_synthesis,"Chip Area, Yosys",20200,µm²
worst_setup_path,CP Max Fanout,1,
logic_synthesis,Synth top area share,0.759,
outcome,failing checks,negative setup slack,
grt,GR Util met3,0.302,
grt,GRT Util Overall,0.305,
logic_synthesis,XOR/XNOR Area Share,0,
grt,largest net degree at the start of global routing,33,
drt,wire per inst,26.4,µm
worst_setup_path,CP max stage cell,or4_4,
logic_synthesis,"top cells by count, synth","edfxtp_1 (512), nand3_1 (221), nand4_1 (67), nor2_1 (64), a22oi_1 (52)",
worst_setup_path,Worst setup EP type,output port,
layout,synth-to-layout area growth,28.8,%
grt,GR peak layer,met2,
clocking,Setup Buffers After CTS,0,
worst_setup_path,Crit path max-delay family,AND-OR/OR-AND gates,
final_timing,final worst setup slack,-0.266,ns
die,die height,227,µm
final_timing,Fin Setup TNS,-0.915,ns
worst_setup_path,Stages on worst setup path,5,
placement,IO buf count,38,
grt,first-pass GRT wire length,99500,µm
final_timing,unrepaired setup endpoints after global routing,true,
placement,global placement routability congestion,0.938,
outcome,status,"finished, violations left",
worst_setup_path,Max stage delay on crit path,0.46,ns
final_timing,worst rel slew slack,0.248,
worst_setup_path,worst r2r dst,insmem_regs[10][2],
logic_synthesis,"count leader, synth",edfxtp_1,
final_timing,hold slack,0.425,ns
drt,DRT iter0 DRCs,1219,
layout,share of cells above drive strength 1,0.155,
drt,1st-pass router iterations,8,
job,maxcap violations,0,
hold_path,worst hold endpoint,insmem_regs[18][2],
final_timing,final count of negative-setup-slack endpoints,7,
logic_synthesis,async set-reset flop share out of synthesis,0,
drt,via count,14890,
hold_path,Hold Path Class,reg -> reg,
logic_synthesis,top cells by area,"edfxtp_1 (76%), nand3_1 (5.5%), dfxtp_1 (2.2%), nand4_1 (2.1%), a22oi_1 (1.9%)",
worst_setup_path,reg2reg setup slack,4.75,ns
die,Core Area,50100,µm²
clocking,clock sink count,534,
placement,pre-CTS WS,-0.109,ns
final_timing,Pins Over Slew Limit,0,
worst_setup_path,Bufs and invs on worst path,1,
worst_setup_path,reg-to-reg critical path startpoint,we_insmem_latch,
clocking,CTS Hold Bufs,0,
logic_synthesis,Mux area share,0.00426,
worst_setup_path,Crit path required time,5.52,ns
drt,vias per cell,5.61,
logic_synthesis,synth warn,2,
drt,antenna-violating nets left,0,
grt,M2 GR Usage,0.401,
die,IO Pins,41,
die,Die Size,51500,µm²
die,cell row count,82,
power,Pleak,0.0107,µW
logic_synthesis,Post-Syn Instances,1291,
power,PD cells,303,nW/µm²
logic_synthesis,"Top FF cell, synth",edfxtp_1,
logic_synthesis,distinct lib cells,50,
layout,register area,15800,µm²
logic_synthesis,yosys simple share,0.130,
worst_setup_path,Crit path arrival time,5.79,ns
logic_synthesis,dominant cell type by area after synthesis,edfxtp_1,
grt,initial antenna violation count,1,
worst_setup_path,startpoint types,flop,
logic_synthesis,Dominant combinational family,simple AND/OR/NAND/NOR gates,
final_timing,worst slew pin tran,1.12,ns
logic_synthesis,yosys stat cell total,1291,
grt,vias in the first global route,16276,
clocking,CTS tree,built,
drt,DRC Markers,0,
die,Die Span X,227,µm
layout,tally of filler cells in the layout,4028,
## metal layers
layer | wire (µm) | part of all wire
met2 | 30700 | 0.44
met5 | 303 | 0.0043
met1 | 22200 | 0.32
met4 | 2300 | 0.033
met3 | 14400 | 0.21
## metrics by stage
step | instance area [µm²] | power (µW)
after floorplan | 20200 | 4280
after global placement | 22200 | 4460
after detailed placement | 22200 | 4470
after CTS | 26000 | 7990
after global routing | 26100 | 8400
final | 26100 | 7910
## state kept, by name (all words and copies together) (netlist names)
signal                flops
we_insmem_latch           1
insmem_regs             512
instruction_in_latch     16
pc_latch                  5
## cell type report
type,instances,area share
timing repair buffer,163,0.0483
sequential,534,0.607
clock inverter,567,0.0853
multi-input combinational,658,0.173
antenna,1,0.0000960
tap,672,0.0322
clock buffer,56,0.0537
inverter,2,0.000288
## worst max path at each step
stage / endpoint / slack (ns) / from
4_1_cts: instruction_out[15] / -0.30 / insmem_regs[9][15]
5_1_grt: instruction_out[5] / -0.34 / insmem_regs[31][5]
6_report: instruction_out[5] / -0.27 / insmem_regs[31][5]
## where the power goes
group | switching, µW | total [µW] | internal (µW)
sequential | 11.3 | 3640 | 3620
combinational | 249 | 354 | 105
clock | 1950 | 3920 | 1970
total | 2210 | 7910 | 5700
## kinds of logic (layout without fill, tap and decap cells)
group,after synthesis,count (layout)
compound gates,162,162
buf+inv,99,788
flops,534,534
mux,8,8
other cells,0,1
simple gates,488,488
## placed cells by master (no fill, tap or decap), types with 8 or more instances in the layout
cell type	n
a2111oi_4	8
a22o_1	19
a22oi_1	50
a32oi_1	21
and2_1	13
and3_1	35
and3_4	8
buf_2	12
buf_4	124
clkbuf_16	56
clkdlybuf4s50_1	22
clkinvlp_2	11
dfxtp_1	22
edfxtp_1	512
inv_1	554
nand2_1	10
nand3_1	221
nand4_1	67
nor2_1	31
nor2_2	32
nor3_1	9
## what timing repair did
action | 4_1_cts | 5_1_grt
hold endpoints to repair | 0 | 0
gates resized | 105 | 13
cloned | 0 | 0
pin swaps | 50 | 35
endpoints found under the setup margin | 16 | 16
No activity file was given, so power comes from the tool's default toggle rates.

`design/flow/design.v`:
```
module ALU (alu_op, source_sel, ins_immediate, pc, reg_sr1_out, reg_sr2_out, negative, zero, positive, result);
    input wire [1:0] alu_op;
    input wire [1:0] source_sel;
    input wire [5:0] ins_immediate;
    input wire [5:0] pc;  
    input wire [7:0] reg_sr1_out;
    input wire [7:0] reg_sr2_out;
    output reg [7:0] result;
    output wire negative, zero, positive;
    parameter ADDI = 4'b0000;
    parameter ADD  = 4'b0010;
    parameter LEA  = 4'b1101;
    parameter ANDI = 4'b0100;
    parameter AND  = 4'b0110;
    parameter NOTI = 4'b1000;
    parameter NOT  = 4'b1010;
    assign negative = (result[7] == 1'b1);
    assign zero = (result == 8'b00000000);
    assign positive = ~(negative | zero);
    always @(*) begin
      case ({alu_op, source_sel})
        ADDI: begin
            result <= reg_sr1_out + {ins_immediate[4], ins_immediate[4], ins_immediate[4], ins_immediate[4:0]};
          end
        ADD: begin
            result <= reg_sr1_out + reg_sr2_out;
          end
        ANDI: begin
            result <= reg_sr1_out & {ins_immediate[4], ins_immediate[4], ins_immediate[4], ins_immediate[4:0]};
          end
        AND: begin
            result <= reg_sr1_out & reg_sr2_out;
          end
        NOTI: begin
            result <= ~{ins_immediate[4], ins_immediate[4], ins_immediate[4], ins_immediate[4:0]};
          end
        NOT: begin
            result <= ~reg_sr1_out;
          end
        LEA: begin
            result <= {ins_immediate[5], ins_immediate[5], pc + ins_immediate};  
          end
        default: begin
            result <= 8'b00000000;  
          end
      endcase
    end
endmodule
```
`design/flow/run.sh`:
```
#!/bin/bash
# OpenROAD 26Q1-2900-gdf79404cd8, Yosys 0.63+post, stock flow scripts
make -C /OpenROAD-flow-scripts/flow DESIGN_CONFIG=/design/flow/config.mk WORK_HOME=/design/flow/orfs finish
```
`design/flow/config.mk`:
```
export PLATFORM = sky130hd
export DESIGN_NAME = ALU
export DESIGN_NICKNAME = ALU
export VERILOG_FILES = /design/flow/design.v
export SDC_FILE = /design/flow/constraint.sdc
export NUM_CORES = 4
export LEC_CHECK = 1
export CORE_AREA = 10 10 90 90
export DIE_AREA = 0 0 100 100
```
`design/flow/constraint.sdc`:
```
current_design ALU

set clk_period 6.5
set clk_io_pct 0.2

create_clock -name clk0 -period $clk_period

set non_clock_inputs [all_inputs -no_clocks]
set_input_delay [expr $clk_period * $clk_io_pct] -clock clk0 $non_clock_inputs
set_output_delay [expr $clk_period * $clk_io_pct] -clock clk0 [all_outputs]
```
==> results_dict.tcl <==
# implementation run metrics
set metrics [dict create \
    dpl.cell_count 264 \
    vias_per_cell 4.77 \
    setup_viol 0 \
    cts_setup_buffers 0 \
    detail_route.wirelength_um 3920 \
    yosys_warnings 1 \
    xor_share_pct 7.83 \
    yosysTopAreaCellShare_pct 14.5 \
    regArea_um2 0 \
    ios 43 \
    drive_above_1_share_pct 12.3 \
    whs_endpoint "result[1]" \
    ys_chip_area_um2 1120 \
    ff_count 0 \
    path_max_fanout 2 \
    num-clock-buffers 0 \
    yosys-mux-area-fraction_pct 9.84 \
    die_x_um 100 \
    port_buffers 43 \
    synth_cell_types 46 \
    ys_sh_aoi_pct 27.4 \
    grt_setup_unrepaired "false" \
    instances_no_fill 264 \
    status "completed" \
    arrival_ps 4970 \
    worst_pin_slew_ps 722 \
    hp-class "primary input to primary output" \
    ys_seq_share_pct 0 \
    maxSlewHeadroom_pct 51.7 \
    utilization_pct 26.4 \
    syn_area_um2 1120 \
    dieArea_um2 10000 \
    top_logic_kind "simple AND/OR/NAND/NOR gates" \
    drv_slew 0 \
    drc 0 \
    cp-end-kind "primary output" \
    first_global_vias 1243 \
    antenna_found_initial 0 \
    netlist_instances 146 \
    via_count 1259 \
    yosys_cells 146 \
    ir_worst_vdd_uv 31.6 \
    tool_warnings 33 \
    initial_core_util_pct 17.8 \
    fin_crit_sh_pct 96.5 \
    yosysTopAreaCell "ha_1" \
    drv_cap 0 \
    synth.avg_cell_area_um2 7.66 \
    grt_pass1_wl_um 6400 \
    powerDensity_nw_per_um2 75.5 \
    wire_per_inst_um 14.8 \
    place_hpwl_um 3290 \
    gp_congestion 0.874 \
    min_period_ps 6270 \
    fin_area_um2 1660 \
    grt_start_max_net_pins 22 \
    worst-setup-path-type "primary input to primary output" \
    start_kind "primary input" \
    grt-ovfl-total 0 \
    cellLeakagePower_nw 0.615 \
    rows 29 \
    ys_sh_simple_pct 29.5 \
    max_freq_mhz 159 \
    gr-usage-all-layers_pct 7.63 \
    die_y_um 100 \
    drt-initial-drc-count 60 \
    tns_ps 0 \
    cp.required_ps 5200 \
    core_area_um2 6280 \
    hold_start "alu_op[0]" \
    finalHoldViolCount 0 \
    ys_sh_adder_pct 18.1 \
    worstHoldPathCells 4 \
    antenna_cells 0 \
    dr.pass1.iters 4 \
    post_dp_cell_area_um2 1640 \
    area.growth.synth_to_final_pct 48.1 \
    detail-route-antenna-nets 0 \
    topCellsByArea "ha_1 15%, mux2_2 8.1%, a21oi_1 4.0%, xnor2_1 3.9%, xor2_1 3.9%" \
    whs_ps 3640 \
]
[cell usage in the layout, fill, tap and decap left out, types with 6 or more instances in the layout]
| cell type | count |
|---|---|
| o21ai_0 | 6 |
| mux2_2 | 8 |
| a21oi_1 | 8 |
| buf_4 | 6 |
| ha_1 | 13 |
| nand2b_1 | 6 |
| nand2_1 | 10 |
| inv_1 | 6 |
| clkdlybuf4s50_1 | 42 |
| nand3_1 | 8 |
| nor2_1 | 7 |
[cells in the mapped netlist, drive strengths merged (6+ instances only)]
cell type  number
a21oi           9
buf             8
ha             13
inv             7
mux2            8
nand2          10
nand2b          6
nand3           8
nor2            7
o21ai           6
[critical path, stage by stage]
cell	delay, ps
clkdlybuf4s50_1	460
nor4b_4	320
mux2_2	380
ha_1	220
fa_2	350
a21o_1	170
a21oi_2	160
xnor2_1	80
a221o_1	310
or4b_4	510
nor4_4	210
clkdlybuf4s50_1	500
[power by group]
group | internal (W) | switching (W) | total, W | leakage [nW]
sequential | 0 | 0 | 0 | 0
combinational | 0.0000691 | 0.0000560 | 0.000125 | 0.615
clock | 0 | 0 | 0 | 0
total | 0.0000691 | 0.0000560 | 0.000125 | 0.615
[how the worst max path moves through the flow]
| stage | cells after the start | slack (ps) | endpoint | startpoint |
|---|---|---|---|---|
| global route | 12 | 30 | zero | alu_op[1] |
| finish | 12 | 230 | zero | alu_op[1] |
| CTS | 12 | 100 | positive | source_sel[0] |
[per-stage QoR]
| stage | total power (W) | setup slack, ps |
|---|---|---|
| floorplan | 0.0000678 | 917 |
| global placement | 0.000122 | 176 |
| detailed placement | 0.000122 | 103 |
| CTS | 0.000123 | 95.2 |
| global route | 0.000139 | 29.4 |
| finish | 0.000125 | 226 |
[what timing repair did]
item / CTS / global route
hold buffers: 0 / 0
gates resized: 0 / 5
setup endpoints to repair: 0 / 2
[area by class of cell]
cell class	instances	area, um2
inverter	7	26.3
timing repair buffer	49	478
multi-input combinational	131	1060
tap	77	96.3
fill	690	4620
[per-layer routing]
layer / track usage (%) / share of wire [%] / up-vias
met5: 0 / 0 / -
met4: 0 / 0 / 0
met3: 0.972 / 4.7 / 0
met2: 12.5 / 45 / 32
met1: 11.1 / 50 / 576
li1: - / - / 651
[kinds of logic after synthesis]
group | after synthesis
AOI/OAI and AO/OA | 44
xor gates and xnor gates | 10
adders and majority gates | 15
buffers and inverters | 15
muxes | 10
and+or+nand+nor | 52
No activity file was given, so power comes from the tool's default toggle rates.
